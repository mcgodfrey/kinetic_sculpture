**flow/run.sh**
```bash
#!/bin/bash
# OpenROAD 26Q1-2900-gdf79404cd8, Yosys 0.63+post, stock flow scripts
make -C /OpenROAD-flow-scripts/flow DESIGN_CONFIG=/design/flow/config.mk WORK_HOME=/design/flow/orfs finish
```
**flow/config.mk**
```make
export PLATFORM = sky130hd
export DESIGN_NAME = mojo_top
export DESIGN_NICKNAME = mojo_top
export VERILOG_FILES = /design/flow/design.v
export SDC_FILE = /design/flow/constraint.sdc
export NUM_CORES = 4
export LEC_CHECK = 1
export CORE_UTILIZATION = 50
```
**flow/constraint.sdc**
```tcl
current_design mojo_top

set clk_period 4.0
set clk_io_pct 0.2

create_clock -name clk0 -period $clk_period [get_ports {clk}]

set non_clock_inputs [all_inputs -no_clocks]
set_input_delay [expr $clk_period * $clk_io_pct] -clock clk0 $non_clock_inputs
set_output_delay [expr $clk_period * $clk_io_pct] -clock clk0 [all_outputs]
```
**flow/design.v**
```verilog
module counter #(parameter CTR_LEN = 27) (
	input wire clk,
	input wire rst,
	output reg [7:0] value
	);
	reg[CTR_LEN-1:0] ctr_d, ctr_q;
	always @(ctr_q) begin
		ctr_d = ctr_q + 1'b1;
		if (ctr_q[CTR_LEN-1] == 1)
			value = ~ctr_q[CTR_LEN-2:CTR_LEN-9];
		else
			value = ctr_q[CTR_LEN-2:CTR_LEN-9];
	end
	always @(posedge clk) begin
		if (rst == 1) begin
			ctr_q <= 'b0;
		end else begin
			ctr_q <= ctr_d;
		end
	end
endmodule
module servo_controller (
	input clk,
	input rst,
	input [7:0] position,
	output servo
	);
	reg pwm_q, pwm_d;
	reg [19:0] ctr_q, ctr_d;
	assign servo = pwm_q;
	always @(*) begin
		ctr_d = ctr_q + 1'b1;
		if (position + 9'd165 > ctr_q[19:8]) begin
			pwm_d = 1'b1;
		end else begin
			pwm_d = 1'b0;
		end
	end
	always @(posedge clk) begin
		if (rst) begin
			ctr_q <= 1'b0;
		end else begin
			ctr_q <= ctr_d;
		end
		pwm_q <= pwm_d;
	end	
endmodule
module mojo_top(
    input clk,
    input rst_n,
    input cclk,
    output[7:0]led,
    output spi_miso,
    input spi_ss,
    input spi_mosi,
    input spi_sck,
    output [3:0] spi_channel,
    input avr_tx,  
    output avr_rx,  
    input avr_rx_busy,  
	 output [3:0] servo_out
    );
wire rst = ~rst_n;  
assign spi_miso = 1'bz;
assign avr_rx = 1'bz;
assign spi_channel = 4'bzzzz;
assign led = 8'b01010101;
localparam NUM_SERVOS = 4;
wire [(NUM_SERVOS*8)-1:0] pos;
genvar i;
generate
  for (i = 0; i < NUM_SERVOS; i=i+1) begin: counter_gen_loop
    counter #(.CTR_LEN(26+i)) pos_counter (
      .clk(clk),
      .rst(rst),
      .value(pos[(i+1)*8-1:i*8])
    );
  end
endgenerate
generate
  for (i = 0; i < NUM_SERVOS; i=i+1) begin: servo_gen_loop
    servo_controller servo_sweep (
      .clk(clk),
      .rst(rst),
      .position(pos[(i+1)*8-1:i*8]),
      .servo(servo_out[i])
    );
  end
endgenerate
endmodule
```
==> impl_metrics.ini <==
; yosys + openroad results
[power_and_ir_drop]
vdd_drop_max_mv = 0.288
power_density_nw_per_um2 = 335
total_power_mw = 3.70
power_leakage_nw = 3.77

[global_routing]
track_usage_pct = 18.5
grt_max_degree = 76
antenna_found_initial = 0
global_route_wire_length_before_repair_um = 33400
grt-ovfl-total = 0
grt_pass1_vias = 7466

[logic_synthesis]
synth.area.top_cells = sky130_fd_sc_hd__dfxtp_1 (37%), sky130_fd_sc_hd__xor2_1 (6.0%), sky130_fd_sc_hd__ha_1 (5.6%), sky130_fd_sc_hd__a21oi_1 (4.6%), sky130_fd_sc_hd__xnor2_1 (4.4%)
synth.cell_area_um2 = 10400
post-synth-top-area-fraction_pct = 37.2
library_cells_used_by_synthesis = 52
number_of_synthesized_flops_with_an_enable_pin = 0
synth_top_cell_by_area = sky130_fd_sc_hd__dfxtp_1
synth-seq-cells = 194
ys_warn_count = 8
synth.yosys.chip_area_um2 = 10400
synth.cells.most_frequent = sky130_fd_sc_hd__dfxtp_1 (194), sky130_fd_sc_hd__nor2_1 (102), sky130_fd_sc_hd__a21oi_1 (96)
synth_dominant_cell_count = sky130_fd_sc_hd__dfxtp_1
synth.yosys.num_cells = 1257
synth-main-ff-cell = sky130_fd_sc_hd__dfxtp_1
syn-mean-instance-area_um2 = 8.30
seq_area_frac_synth_pct = 37.2
ys_async_sr_fraction_pct = 0
post_synthesis_cell_count = 1257

[die]
die_x_um = 146
std_cell_rows = 52
fp.coreArea_um2 = 20400
floorplan.core_util_pct = 51.3
dieHeight_um = 146
area_of_the_die_um2 = 21500
ioPinCount = 26

[finish]
drive_above_1_share_pct = 3.85
finish.utilization_pct = 54.4
area_delta_synth_final_pct = 6.04

[worst_setup_path]
max_stage_delay_on_crit_path_ns = 0.62
ff2ff_setup_slack_ns = 0.98
crit_fanout = 14
critPathLaunchType = flop
worst_path_top_cell_family_by_delay = AND-OR/OR-AND gates
critPathBufInv = 0
cp-end-kind = flop
worstPathArrival_ns = 3.33
cp_cell_sequence = and3b_1 -> a221oi_1 -> mux2i_1 -> xor2_1 -> ha_1 -> and3_1 -> a211oi_1 -> a21oi_1 -> o22a_1
category_of_the_most_critical_setup_path = flop to flop
reg2reg_depth = 9
timing.critical_path.from = counter_gen_loop[1].pos_counter.ctr_q[26]$_SDFF_PN0_
r2r_start = counter_gen_loop[1].pos_counter.ctr_q[26]$_SDFF_PN0_
r2r_endpoint = servo_gen_loop[1].servo_sweep.pwm_q$_DFF_P_
worstPathRequired_ns = 4.31
timing.critical_path.slowest_stage_cell = sky130_fd_sc_hd__dfxtp_1

[placed_design]
gpl.final_weighted_congestion = 0.806
dp.final_hpwl_um = 12100
portBuffers = 5

[cts]
cts_num_sinks = 194
clock_latency_ns = 0.42
cts-buffers-inserted = 17
clock_tree.buffer_depth = 2
htree_levels = 4
ctsHoldBuffers = 0
clock-root-buffer = sky130_fd_sc_hd__clkbuf_16
postCtsResizedCells = 0
cts_tree = done
path_clk_slew_ns = 0.07
post-cts-setup-buffers = 0

[timing]
grt_setup_unrepaired = no
skew_ns = 0.0133
max_clock_freq_ghz = 0.331
finalCritPeriodShare_pct = 75.5
fin_crit_ns = 3.02
final-max-slew-violation-count = 0
hold_slack_final_ns = 0.440
slew_headroom_pct = 50.1
transition_time_of_the_tightest_slew_check_pin_ns = 0.741
totalNegativeSetupSlack_ns = 0
timing_hold_violations_final = 0
setup_viol = 0

[route]
remaining_drc_errors = 0
drtAntennaViolNets = 0
avgRoutedWirePerCell_um = 12.5
dr_total_vias = 8207
route.final.wire_length_um = 18600
mean_number_of_vias_per_cell = 5.51
antennaDiodeCount = 0
drt_first_iter_violations = 358
dr.pass1.iters = 4

[job]
maxCapViolations = 0
tool_warnings = 31

[outcome]
outcome = finished clean

[min_path]
min-delay-start = counter_gen_loop[1].pos_counter.ctr_q[0]$_SDFF_PN0_
whs_endpoint = counter_gen_loop[1].pos_counter.ctr_q[0]$_SDFF_PN0_
min_path_type = flop to flop
whs_path_depth = 1
[area by class of cell]
cell class | count | area (um2)
sequential | 194 | 3880
timing repair buffer | 8 | 80.1
multi-input combinational | 933 | 5990
clock buffer | 18 | 429
clock inverter | 14 | 145
tap | 270 | 338
fill | 1881 | 9300
inverter | 53 | 201
[registers in the layout, indices dropped and copies added (netlist names)]
register / count
counter_gen_loop.pos_counter.ctr_q: 110
servo_gen_loop.servo_sweep.pwm_q: 4
servo_gen_loop.servo_sweep.ctr_q: 80
[logic make-up (layout without fill, tap and decap cells)]
group / after synthesis / in the layout / synth area share (%)
other: 2 / 14 / 0.0720
buffers and inverters: 142 / 93 / 5.83
AOI/OAI and AO/OA: 236 / 236 / 13.6
muxes: 15 / 15 / 1.44
adders and majority gates: 50 / 50 / 5.92
DFF: 194 / 194 / 37.2
xor gates and xnor gates: 123 / 123 / 10.3
and+or+nand+nor: 495 / 495 / 25.6
[power by group]
| group | internal [mW] | leakage, nW | switching (mW) |
|---|---|---|---|
| combinational | 0.0253 | 1.93 | 0.0531 |
| clock | 0.880 | 0.272 | 0.776 |
| sequential | 1.95 | 1.57 | 0.0188 |
[how the worst max path moves through the flow]
stage	endpoint	slack [ns]	cells after the start
4_1_cts	servo_gen_loop[1].servo_sweep.pwm_q$_DFF_P_	0.99	9
5_1_grt	servo_gen_loop[1].servo_sweep.pwm_q$_DFF_P_	0.74	9
6_report	servo_gen_loop[1].servo_sweep.pwm_q$_DFF_P_	0.98	9
[layout by cell type (no fill, tap or decap), drive strengths merged, types with 8 or more instances in the layout]
| master | count |
|---|---|
| inv | 59 |
| nor2b | 8 |
| or4 | 31 |
| nand2b | 12 |
| and3 | 19 |
| o21ai | 52 |
| nand2 | 82 |
| o31ai | 30 |
| xor2 | 71 |
| mux2i | 15 |
| and4 | 22 |
| nor2 | 102 |
| or3 | 39 |
| o41ai | 8 |
| clkbuf | 18 |
| nand4 | 49 |
| o22ai | 9 |
| nand3 | 70 |
| nor3 | 20 |
| and2 | 12 |
| a21oi | 96 |
| conb | 14 |
| xnor2 | 52 |
| nor4 | 15 |
| ha | 47 |
| dfxtp | 194 |
[through the flow]
step                      cells  instance area, um2  worst slack (ns)
after floorplan            1269               10500              1.29
after global placement     1458               10500              1.08
after detailed placement   1458               10500              1.01
after CTS                  1490               11100             0.992
after global routing       1490               11100             0.738
final                      1490               11100             0.981
[routing by layer]
layer	share of wire [%]	GRT usage [%]	routed length [um]
met5	0	0	0
met4	0.60	1.41	112
met3	2.1	2.55	393
met2	44	29.6	8260
met1	53	28.4	9810
No activity file was given, so power comes from the tool's default toggle rates.
